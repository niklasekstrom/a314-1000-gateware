$ cat ./constraint.sdc
current_design a314

set clk_period 5.0
set clk_io_pct 0.2

create_clock -name clk0 -period $clk_period [get_ports {DRAM_RAS_n}]
create_clock -name clk1 -period $clk_period [get_ports {PLL_CLKOUT0}]

set non_clock_inputs [all_inputs -no_clocks]
set_input_delay [expr $clk_period * $clk_io_pct] -clock clk0 $non_clock_inputs
set_output_delay [expr $clk_period * $clk_io_pct] -clock clk0 [all_outputs]
$ cat ./design.v
module a314(
    input PLL_CLKOUT0,
    output INT2,
    input DRAM_WE_n,
    input DRAM_RAS_n,
    input [1:0] DRAM_CASL_n,
    input [1:0] DRAM_CASU_n,
    input [7:0] DRAM_A,
    input [15:0] DRAM_D_IN,
    output [15:0] DRAM_D_OUT,
    output [15:0] DRAM_D_OE,
    input PI_REQ,
    output PI_ACK,
    output PI_IRQ,
    input PI_WR,
    input [3:0] PI_A,
    input [15:0] PI_D_IN,
    output [15:0] PI_D_OUT,
    output [15:0] PI_D_OE,
    output SRAM_LB_n,
    output SRAM_UB_n,
    output SRAM_OE_n,
    output SRAM_WE_n,
    output [16:0] SRAM_A,
    input [15:0] SRAM_D_IN,
    output [15:0] SRAM_D_OUT,
    output [15:0] SRAM_D_OE
);
wire clk = PLL_CLKOUT0;
reg [4:0] int_req;
reg [7:0] ras_address;
always @(negedge DRAM_RAS_n)
    ras_address <= DRAM_A;
wire cas0_n = DRAM_CASL_n[0] && DRAM_CASU_n[0];
wire cas1_n = DRAM_CASL_n[1] && DRAM_CASU_n[1];
wire cas_n = cas0_n && cas1_n;
(* async_reg = "true" *) reg [2:0] cas_sync;
always @(posedge clk)
    cas_sync <= {cas_sync[1:0], !cas_n};
reg dram_access_request;
reg dram_access_complete;
reg [15:0] dram_data_read;
reg [16:0] dram_address;
reg dram_read;
wire [1:0] dram_dqm_n = {&DRAM_CASU_n, &DRAM_CASL_n};
reg dram_read_req;
reg dram_write_req_started;
always @(posedge clk) begin
    dram_write_req_started <= 1'b0;
    if (!cas_sync[1]) begin
        dram_read_req <= 1'b0;
        dram_access_request <= 1'b0;
    end else if (cas_sync[2:1] == 2'b01 && !DRAM_RAS_n) begin
        dram_address <= {cas0_n, DRAM_A, ras_address};
        dram_read <= DRAM_WE_n;
        if (DRAM_WE_n)
            dram_read_req <= 1'b1;
        else
            dram_write_req_started <= 1'b1;
        dram_access_request <= 1'b1;
    end
end
reg [15:0] tentative_com_area_base_address;
reg [15:0] com_area_base_address = 16'hffff;
localparam [1:0] CABA_DET_IDLE = 2'd0;
localparam [1:0] CABA_DET_MATCHED_WORD1 = 2'd1;
localparam [1:0] CABA_DET_MATCHED_WORD2 = 2'd2;
localparam [1:0] CABA_DET_MATCHED_WORD3 = 2'd3;
reg [1:0] caba_det_state = CABA_DET_IDLE;
wire matches_tentative_caba = dram_address[16:1] == tentative_com_area_base_address;
always @(posedge clk) begin
    if (dram_write_req_started) begin
        case (caba_det_state)
            CABA_DET_IDLE: begin
                if (DRAM_D_IN == 16'h413a && !dram_address[0]) begin
                    tentative_com_area_base_address <= dram_address[16:1];
                    caba_det_state <= CABA_DET_MATCHED_WORD1;
                end else
                    caba_det_state <= CABA_DET_IDLE;
            end
            CABA_DET_MATCHED_WORD1: begin
                if (DRAM_D_IN == 16'hfeed && matches_tentative_caba)
                    caba_det_state <= CABA_DET_MATCHED_WORD2;
                else
                    caba_det_state <= CABA_DET_IDLE;
            end
            CABA_DET_MATCHED_WORD2: begin
                if (DRAM_D_IN == 16'hc0de && matches_tentative_caba)
                    caba_det_state <= CABA_DET_MATCHED_WORD3;
                else
                    caba_det_state <= CABA_DET_IDLE;
            end
            CABA_DET_MATCHED_WORD3: begin
                if (DRAM_D_IN == 16'ha314 && matches_tentative_caba)
                    com_area_base_address <= tentative_com_area_base_address;
                caba_det_state <= CABA_DET_IDLE;
            end
        endcase
    end
end
reg com_area_unlocked;
always @(posedge clk) begin
    if (dram_write_req_started && dram_address == {com_area_base_address, 1'b0})
        com_area_unlocked <= DRAM_D_IN == 16'ha314;
end
wire am_write_irq = dram_write_req_started && com_area_unlocked && dram_address == {com_area_base_address, 1'b1};
wire [4:0] am_set_bits = am_write_irq && DRAM_D_IN[15] ? DRAM_D_IN[4:0] : 5'd0;
wire [4:0] am_clr_bits = am_write_irq && !DRAM_D_IN[15] ? DRAM_D_IN[4:0] : 5'd0;
reg [4:0] am_int_ena;
assign INT2 = |(int_req & am_int_ena);
always @(posedge clk) begin
    if (am_write_irq) begin
        if (DRAM_D_IN[15])
            am_int_ena <= am_int_ena | DRAM_D_IN[12:8];
        else
            am_int_ena <= am_int_ena & ~DRAM_D_IN[12:8];
    end
end
reg [15:0] dram_data_out;
assign DRAM_D_OUT = dram_data_out;
always @(*) begin
    if (com_area_unlocked && dram_address == {com_area_base_address, 1'b0})
        dram_data_out <= 16'h413a;
    else if (com_area_unlocked && dram_address == {com_area_base_address, 1'b1})
        dram_data_out <= {3'd0, am_int_ena, 3'd0, int_req};
    else
        dram_data_out <= dram_data_read;
end
wire dram_drive_data = dram_read_req && !cas_n;
assign DRAM_D_OE = {16{dram_drive_data}};
localparam [3:0] PI_REG_SRAM_BYTE = 4'd0;
localparam [3:0] PI_REG_SRAM_WORD = 4'd1;
localparam [3:0] PI_REG_ADDR_LO = 4'd2;
localparam [3:0] PI_REG_ADDR_HI = 4'd3;
localparam [3:0] PI_REG_INT_REQ = 4'd4;
localparam [3:0] PI_REG_INT_ENA = 4'd5;
localparam [3:0] PI_REG_CA_BASE_ADDR = 4'd6;
localparam [3:0] PI_REG_RESERVED7 = 4'd7;
(* async_reg = "true" *) reg [2:0] pi_req_sync;
always @(posedge clk)
    pi_req_sync <= {pi_req_sync[1:0], PI_REQ};
wire pi_access_request = pi_req_sync[1] && (PI_A == PI_REG_SRAM_BYTE || PI_A == PI_REG_SRAM_WORD);
reg pi_access_complete;
reg [15:0] pi_data_read;
wire pi_write_req = pi_req_sync[2:1] == 2'b01 && PI_WR;
wire pi_read = !PI_WR;
reg pi_acknowledge;
assign PI_ACK = pi_acknowledge;
always @(posedge clk) begin
    if (!pi_access_request)
        pi_acknowledge <= 1'b0;
    else if (pi_access_complete)
        pi_acknowledge <= 1'b1;
end
reg [17:0] pi_address;
always @(posedge clk) begin
    if (pi_access_complete && !pi_acknowledge) begin
        if (PI_A[0])  
            pi_address <= pi_address + 18'd2;
        else  
            pi_address <= pi_address + 18'd1;
    end else if (pi_write_req) begin
        case (PI_A)
            PI_REG_ADDR_LO: pi_address[15:0] <= PI_D_IN;
            PI_REG_ADDR_HI: pi_address[17:16] <= PI_D_IN[1:0];
        endcase
    end
end
reg [1:0] pi_dqm_n;
always @(*) begin
    if (PI_A[0])  
        pi_dqm_n <= 2'b00;
    else if (pi_address[0])  
        pi_dqm_n <= 2'b10;
    else  
        pi_dqm_n <= 2'b01;
end
wire pi_write_irq = pi_write_req && PI_A == PI_REG_INT_REQ;
wire [4:0] pi_set_bits = pi_write_irq && PI_D_IN[15] ? PI_D_IN[4:0] : 5'd0;
wire [4:0] pi_clr_bits = pi_write_irq && !PI_D_IN[15] ? PI_D_IN[4:0] : 5'd0;
reg [4:0] pi_int_ena;
assign PI_IRQ = |(int_req & pi_int_ena);
always @(posedge clk) begin
    if (pi_write_req && PI_A == PI_REG_INT_ENA)
        pi_int_ena <= PI_D_IN[4:0];
end
reg [15:0] pi_data_out;
assign PI_D_OUT = pi_data_out;
always @(*) begin
    if (PI_A == PI_REG_INT_REQ)
        pi_data_out <= {11'd0, int_req};
    else if (PI_A == PI_REG_CA_BASE_ADDR)
        pi_data_out <= com_area_base_address;
    else
        pi_data_out <= pi_data_read;
end
wire pi_drive_data = PI_REQ && !PI_WR;
assign PI_D_OE = {16{pi_drive_data}};
wire [4:0] set_bits = am_set_bits | pi_set_bits;
wire [4:0] clr_bits = am_clr_bits | pi_clr_bits;
always @(posedge clk)
    int_req <= (int_req | set_bits) & ~clr_bits;
localparam SRC_DRAM = 1'b0;
localparam SRC_PI = 1'b1;
reg sram_access_source = SRC_DRAM;
reg [16:0] sram_address;
assign SRAM_A = sram_address;
reg [15:0] sram_data_write;
assign SRAM_D_OUT = sram_data_write;
reg sram_drive_data = 1'b0;
assign SRAM_D_OE = {16{sram_drive_data}};
reg [1:0] sram_dqm_n;
assign SRAM_UB_n = sram_dqm_n[1];
assign SRAM_LB_n = sram_dqm_n[0];
reg sram_we = 1'b0;
reg sram_oe = 1'b0;
assign SRAM_WE_n = !sram_we;
assign SRAM_OE_n = !sram_oe;
localparam [1:0] SRAM_IDLE = 2'd0;
localparam [1:0] SRAM_DELAY1 = 2'd1;
localparam [1:0] SRAM_DELAY2 = 2'd2;
localparam [1:0] SRAM_TERMINATE = 2'd3;
reg [1:0] sram_state = SRAM_IDLE;
always @(posedge clk) begin
    case (sram_state)
        SRAM_IDLE: begin
            sram_drive_data <= 1'b0;
            if (dram_access_request && !dram_access_complete) begin
                sram_access_source <= SRC_DRAM;
                sram_address <= dram_address;
                sram_data_write <= DRAM_D_IN;
                sram_dqm_n <= dram_dqm_n;
                if (dram_read) begin  
                    sram_oe <= 1'b1;
                end else begin  
                    sram_drive_data <= 1'b1;
                    sram_we <= 1'b1;
                end
                sram_state <= SRAM_DELAY1;
            end else if (pi_access_request && !pi_access_complete) begin
                sram_access_source <= SRC_PI;
                sram_address <= pi_address[17:1];
                sram_data_write <= PI_D_IN;
                sram_dqm_n <= pi_dqm_n;
                if (pi_read)  
                    sram_oe <= 1'b1;
                else begin  
                    sram_drive_data <= 1'b1;
                    sram_we <= 1'b1;
                end
                sram_state <= SRAM_DELAY1;
            end
        end
        SRAM_DELAY1: begin
            sram_state <= SRAM_DELAY2;
        end
        SRAM_DELAY2: begin
            sram_state <= SRAM_TERMINATE;
        end
        SRAM_TERMINATE: begin
            if (sram_access_source == SRC_DRAM) begin
                dram_data_read <= SRAM_D_IN;
                dram_access_complete <= 1'b1;
            end else begin  
                pi_data_read <= SRAM_D_IN;
                pi_access_complete <= 1'b1;
            end
            sram_oe <= 1'b0;
            sram_we <= 1'b0;
            sram_state <= SRAM_IDLE;
        end
    endcase
    if (!dram_access_request)
        dram_access_complete <= 1'b0;
    if (!pi_access_request)
        pi_access_complete <= 1'b0;
end
endmodule
$ cat ./run.sh
#!/bin/bash
# OpenROAD 26Q1-2900-gdf79404cd8, Yosys 0.63+post, stock flow scripts
make -C /OpenROAD-flow-scripts/flow DESIGN_CONFIG=/design/flow/config.mk WORK_HOME=/design/flow/orfs finish
$ cat ./config.mk
export PLATFORM = sky130hd
export DESIGN_NAME = a314
export DESIGN_NICKNAME = a314
export VERILOG_FILES = /design/flow/design.v
export SDC_FILE = /design/flow/constraint.sdc
export NUM_CORES = 4
export LEC_CHECK = 1
export CORE_UTILIZATION = 40
==> impl_metrics.ini <==
; flow metrics
[logic_synthesis]
synth_simple_gate_area_share_pct = 15.8
yosys.cell_types.count = 50
synth.cellmix.adderShare_pct = 0.930
yosys_area_mm2 = 0.00807
syn_area_cell_um2 = 11.7
xor_share_pct = 5.21
number_of_flops_mapped_to_enable_cells_by_yosys = 154
syn-instance-count = 692
synth-warning-count = 1
flop_cell = edfxtp_1
area_of_the_mapped_netlist_mm2 = 0.00807
ys_sh_aoi_pct = 4.57
synthArstFlopShare_pct = 0
logic_family = simple AND/OR/NAND/NOR gates
mux_area_share_pct = 2.99
yosys_register_bits = 179
ys_seq_share_pct = 63.5
yosys_cells = 692

[setup_path]
worst_r2r_endpoint = dram_address[6]$_DFFE_PP_
timing.critical_path.mode_cell = clkdlybuf4s50_1
crit_chain = clkdlybuf4s50_1, nor2_1, and2_1, buf_4, nand3_1, nand2_1, clkdlybuf4s50_1
worst_path_max_delay_cell = clkdlybuf4s50_1
rrSetupSlack_ns = 1.94
worstRegToRegCells = 0
crit_path_start = PI_A[0]
critPathKind = input port to primary output
worst_setup_path_start_kind = input port
endpoint_kind = primary output
critical-path-max-stage-delay_ns = 0.64
crit_required_ns = 4.00
worst_ep_arrival_time_ns = 3.05
critical-path-top-delay-family = buffers and inverters
worstPathBufferInverterCount = 3
worstPathMaxFanout = 27
rr_startpoint = ras_address[6]$_DFF_N_

[global_route]
grt_pass1_wl_um = 32400
global_route.overflow_total = 0
number_of_global_route_vias_before_repair = 5939
globalRouteTotalUtil_pct = 22.7
antenna_found_initial = 0
pin_count_of_the_biggest_net_entering_global_routing = 45

[worst_hold_path]
hold_start = cas_sync[0]$_DFF_P_
whs_path_depth = 0
min_to = cas_sync[1]$_DFF_P_
hp-class = register to register

[final_layout]
area.combinational_mm2 = 0.00238
syn_to_final_growth_pct = 33.6
area.sequential_mm2 = 0.00512
fillerInstances = 1676
layout.cells.most_common = clkdlybuf4s50_1
share_of_layout_cells_above_drive_strength_1_pct = 7.01
most-common-layout-cells = clkdlybuf4s50_1 (187), nand2_1 (154), edfxtp_1 (154)

[floorplan]
chipWidth_um = 144
initial_core_util_pct = 41.1
design.die.area_mm2 = 0.0208
die_h_um = 144
design.portCount = 189
rows = 51
core-area_mm2 = 0.0197

[timing]
worst_clock_skew_ns = 0.00698
rsz0062_at_grt = false
totalNegativeSetupSlack_ns = 0
final_hold_viol_count = 0
final-max-slew-violation-count = 0
whs_ns = 0.329
final-setup-viol-count = 0
worst-slew-pin-transition_ns = 0.870
max_slew_margin_pct = 41.9

[detailed_routing]
drtIter0Drc = 358
drt_drc_violations_left = 0
routed_via_count_divided_by_cell_count = 5.06
drtAntennaViolNets = 0
diodes = 0
vias = 5746
detail_route.wirelength_um = 21300
first_pass_iters = 5
drt-wirelength-per-cell_um = 18.7

[power]
static_leak_nw = 4.08
worst_ir_drop_vdd_uv = 341
cellPowerDensity_mw_per_mm2 = 423

[clocking]
post_cts.repair.setup_buffers = 0
cts_resized = 0
path_clk_slew_ns = 0.06
clock_tree_from_tritoncts = done
cts-hold-fix-buffers = 0

[flow_run]
log.warning_count = 33
max-cap-violations = 0

[outcome]
status = finished, final reports clean

[placed_design]
place_congestion = 0.922
post_detail_place_hpwl_um = 15400
io_buffers = 187
==> power by group <==
part | leakage [nW] | total [mW] | switching (mW) | internal, mW
Clock | 0.467 | 1.65 | 0.634 | 1.01
Combinational | 2.01 | 0.957 | 0.412 | 0.545
Sequential | 1.60 | 1.96 | 0.0941 | 1.87
==> worst max-delay path by stage <==
stage,to,slack [ns],cells after the start
finish,PI_D_OUT[12],0.95,7
CTS,PI_D_OUT[12],0.98,7
global route,PI_D_OUT[12],0.77,7
==> state kept, by name, indices dropped and copies added (netlist names), 16 cells and up, named ones only <==
| register | cells |
|---|---|
| pi_data_read | 16 |
| pi_address | 18 |
| com_area_base_address | 16 |
| sram_data_write | 16 |
| tentative_com_area_base_address | 16 |
| dram_address | 17 |
| dram_data_read | 16 |
| sram_address | 17 |
==> cells by family after synthesis <==
family,count (synthesis)
fa+ha+maj,6
xor+xnor,48
mux,24
compound gates,63
simple gates,273
flops,179
buf+inv,99
==> cell type report <==
type,instances,share of cell area (%)
inverter,26,0.904
clock inverter,23,1.57
clock buffer,30,6.76
sequential,179,47.5
timing repair buffer,198,18.1
multi-input combinational,414,22.1
tap,265,3.07
==> Yosys cell counts (2+ instances only) <==
cell	instances	area share, %
ha_1	6	0.93
nand2b_1	2	0.15
and3_1	8	0.62
inv_1	27	1.3
nor2b_1	5	0.39
nor2_1	24	1.1
a222oi_1	2	0.25
a22oi_1	2	0.19
edfxtp_1	154	57
o31ai_1	2	0.19
nor3b_1	5	0.46
buf_1	2	0.093
nand4_1	13	1.0
nor4_1	6	0.46
o21ai_0	31	1.9
clkbuf_1	18	0.84
nand2_1	154	7.2
nand3b_1	2	0.19
mux2i_1	23	2.9
and2_1	8	0.62
nor3_1	3	0.19
dfxtp_1	25	6.2
a41oi_1	4	0.43
nand3_1	29	1.8
o21a_1	2	0.19
or4_1	2	0.19
buf_4	50	4.6
xnor2_1	22	2.4
a21oi_1	15	0.93
xor2_1	26	2.8
==> routing by layer <==
layer | global-route usage, % | wire length (um) | share of wire (%)
met5 | 0 | 0 | 0
met4 | 4.48 | 336 | 1.6
met3 | 9.37 | 2150 | 10
met2 | 32.8 | 9450 | 44
met1 | 34.3 | 9310 | 44
==> metrics by stage <==
| step | setup slack (ns) | utilization, % | instance area (um2) | power (mW) | cells |
|---|---|---|---|---|---|
| after floorplan | 0.556 | - | 8070 | 2.46 | 692 |
| after global placement | 0.556 | 50.4 | 9900 | 2.96 | 1083 |
| after detailed placement | 0.556 | 50.4 | 9900 | 2.96 | 1083 |
| after CTS | 0.982 | 54.9 | 10800 | 4.62 | 1135 |
| after global routing | 0.774 | 54.9 | 10800 | 4.81 | 1135 |
| final | 0.953 | 54.9 | 10800 | 4.57 | 1135 |
Power is estimated from default activity; no workload was simulated.
